==> flow/design.v <==
module instr_mem
  (input logic [31:0] address,
   output logic [31:0] data);
  parameter entries = 128;
  logic [31:0] instr_mem_data[0:127];
  initial
    begin
      $readmemh ("C:/Users/thaku/Desktop/Project files/memfile.txt", instr_mem_data, 0 ,127);
    end
        assign data = instr_mem_data[address[8:2]][31:0];
endmodule
module instr_mem_cache 
  (input logic [31:0] address,
   input logic clk,
   output logic [31:0] data,
   output logic hit);
  wire [31:0] temp_data;
  logic [26:0] address_tag,block_tag;
  logic [2:0] address_index;
  logic [2:0] byte_index;
  logic [59:0] block;
  logic [31:0] block_word;
  logic valid;
  assign address_tag = address[31:5];
  assign address_index = address [4:2];
  assign byte_index = address[1:0];
  logic [59:0] block0;
  logic [59:0] block1;
  logic [59:0] block2;
  logic [59:0] block3;
  logic [59:0] block4;
  logic [59:0] block5;
  logic [59:0] block6;
  logic [59:0] block7;
    instr_mem I1 (.address(address),.data(temp_data));
  initial
    begin
      block0[59] = 1'b0;
      block1[59] = 1'b0;
      block2[59] = 1'b0;
      block3[59] = 1'b0;
      block4[59] = 1'b0;
      block5[59] = 1'b0;
      block6[59] = 1'b0;
      block7[59] = 1'b0;
    end
  always @(posedge clk)
    begin
    case (address_index)
      0: begin 
        if ((block0[58:32] == address_tag) && (block0[59]==1'b1))
          begin 
            hit =1'b1;
            data = block0 [31:0];
          end
        else 		 
          begin
            hit = 1'b0;
            block0[58:32] = address_tag;
            block0[59] = 1'b0;
            block0 [31:0] = temp_data;
            data = temp_data;
          end
      end
      1: begin 
        if ((block1[58:32] == address_tag) && block1[59]==1'b1)
          begin 
            hit =1'b1;
            data = block1 [31:0];
          end
        else 		
          begin
            hit = 1'b0;
            block1[58:32] = address_tag;
            block1[59] = 1'b1;
            block1 [31:0] = temp_data;
            data = temp_data;
          end
      end
      2: begin 
        if ((block2[58:32] == address_tag) && block2[59]==1'b1)
          begin 
            hit =1'b1;
            data = block2 [31:0];
          end
        else 		
          begin
            hit = 1'b0;
            block2[58:32] = address_tag;
            block2[59] = 1'b1;
            block2 [31:0] = temp_data;
            data = temp_data;
          end
      end
      3: begin 
        if ((block3[58:32] == address_tag) && block3[59]==1'b1)
          begin 
            hit =1'b1;
            data = block3 [31:0];
          end
        else 		
          begin
            hit = 1'b0;
            block3[58:32] = address_tag;
            block3[59] = 1'b1;
            block3 [31:0] = temp_data;
            data = temp_data;
          end
      end
      4: begin 
        if ((block4[58:32] == address_tag) && block4[59]==1'b1)
          begin 
            hit =1'b1;
            data = block4 [31:0];
          end
        else 		
          begin
            hit = 1'b0;
            block4[58:32] = address_tag;
            block4[59] = 1'b1;
            block4 [31:0] = temp_data;
            data = temp_data;
          end
      end
      5: begin 
        if ((block5[58:32] == address_tag) && block5[59]==1'b1)
          begin 
            hit =1'b1;
            data = block5 [31:0];
          end
        else 		
          begin
            hit = 1'b0;
            block5[58:32] = address_tag;
            block5[59] = 1'b1;
            block5 [31:0] = temp_data;
            data = temp_data;
          end
      end
      6: begin 
        if ((block6[58:32] == address_tag) && block6[59]==1'b1)
          begin 
            hit =1'b1;
            data = block6 [31:0];
          end
        else 		
          begin
            hit = 1'b0;
            block6[58:32] = address_tag;
            block6[59] = 1'b1;
            block6 [31:0] = temp_data;
            data = temp_data;
          end
      end
      7: begin 
        if ((block7[58:32] == address_tag) && block7[59]==1'b1)
          begin 
            hit =1'b1;
            data = block7 [31:0];
          end
        else 		
          begin
            hit = 1'b0;
            block7[58:32] = address_tag;
            block7[59] = 1'b1;
            block7 [31:0] = temp_data;
            data = temp_data;
          end
      end
       endcase
  end
endmodule
==> flow/run.sh <==
#!/bin/bash
# OpenROAD 26Q1-2900-gdf79404cd8, Yosys 0.63+post, stock flow scripts
make -C /OpenROAD-flow-scripts/flow DESIGN_CONFIG=/design/flow/config.mk WORK_HOME=/design/flow/orfs finish
==> flow/config.mk <==
export PLATFORM = sky130hd
export DESIGN_NAME = instr_mem_cache
export DESIGN_NICKNAME = instr_mem_cache
export VERILOG_FILES = /design/flow/design.v
export SDC_FILE = /design/flow/constraint.sdc
export NUM_CORES = 4
export LEC_CHECK = 1
export CORE_UTILIZATION = 30
export SYNTH_HDL_FRONTEND = slang
==> flow/constraint.sdc <==
current_design instr_mem_cache

set clk_period 5.7
set clk_io_pct 0.2

create_clock -name clk0 -period $clk_period [get_ports {clk}]

set non_clock_inputs [all_inputs -no_clocks]
set_input_delay [expr $clk_period * $clk_io_pct] -clock clk0 $non_clock_inputs
set_output_delay [expr $clk_period * $clk_io_pct] -clock clk0 [all_outputs]
==> Slide: Implementation Results <==
Flow Results at a Glance

Outcome
  – Status: finished clean

Critical path
  – Critical path's slowest cell: sky130_fd_sc_hd__clkdlybuf4s50_1
  – Critical Path, Cell by Cell: clkdlybuf4s50_1 -> xor2_1 -> nor4_1 -> nand4_1 -> nor4_2 -> nor4b_2 -> buf_4
  – Largest stage delay on the critical path: 770 ps
  – Crit Path Max Fanout: 27
  – Type of the worst setup path: in -> reg
  – Cell family with the largest share of critical-path delay: simple AND/OR/NAND/NOR gates
  – Critical path endpoint category: flop
  – Startpoint types: input pin
  – Data required, critical path: 5830 ps
  – Number of buffers and inverters on the critical path: 2
  – Arrival time reported for the critical path endpoint: 3950 ps

Placement
  – Placer congestion estimate: 0.869
  – Number of buffers added on ports: 31
  – Cell area reported after detailed placement: 9040 sq um
  – Detail Placement HPWL: 10.4 mm
  – Worst setup slack after placement: 1310 ps

Synth
  – Average instance area after synthesis: 16.0 sq um
  – FFs w/ async S/R, synth: 0%
  – Count of library flops with an enable pin: 189
  – Registers, synthesis: 190
  – Unique cell type count in the Yosys netlist: 27
  – Prevailing post-synth register cell: sky130_fd_sc_hd__edfxtp_1
  – Post-Syn Instances: 525
  – Number of warnings printed during yosys synthesis: 0
  – Ys cells: 525
  – Post-synthesis instance area: 8410 sq um
  – YS chip area: 8410 sq um
  – Sequential share of the synthesized area: 67.8%

Clock tree
  – Post CTS Setup Buffer Count: 0
  – TritonCTS clock tree: built
  – CTS max path bufs: 2
  – Hold-fix buffer count after cts: 0
  – Later-pin clock latency in the skew report: 430 ps
  – Root buf cell: sky130_fd_sc_hd__clkbuf_16
  – Clock buffer count from CTS: 17
  – Total of cells resized after clock tree synthesis: 0
  – Clock transition at the registers of the reported paths: 70 ps
  – Depth of the CTS H-tree: 4
  – CTS sink cnt: 190

Global route
  – GRT Overall Usage: 12.2%
  – Remaining global-route overflow: 0
  – Maximum number of pins on one net before global-route repair: 28
  – Vias in the first global route: 4191
  – Initial antenna violation count: 0
  – Global-route wire length before repair: 24.4 mm

Power and ir drop
  – Switch Pwr: 673 uW
  – Net Sw Frac: 22.5%
  – Design internal power: 2320 uW
  – Pleak: 0.00310 uW
  – Fraction of power consumed by the clock network: 37.4%
  – Power density over cell area: 311 nW/um^2
  – Combinational group share of total power: 7.9%
  – Largest voltage drop on the vdd net: 0.000135 V
  – Sequential share of power: 54.7%

Timing
  – Transition time at the pin with the least slew margin: 932 ps
  – Final count of hold timing violations: 0
  – Max Clock Skew: 9.56 ps
  – Crit path time final: 3820 ps
  – Final max-slew violation count: 0
  – Worst slew margin relative to its limit: 37.3%
  – RSZ-0062 raised after global routing: no
  – Tcrit/Tclk final: 67.0%
  – Sum of negative setup slack: 0 ps
  – Number of endpoints failing setup at the final stage: 0
  – PnR worst setup slack: 1880 ps
  – Highest Clock Rate: 262 MHz

Drt
  – Final routed DRC violation total: 0
  – Iter 0 DRT Violations: 238
  – Wire length per cell after detailed routing: 16.6 microns
  – Number of search-and-repair iterations in the first detailed-routing pass: 4
  – Detailed Route WL: 15.9 mm
  – Routed vias: 4008
  – Routed via count divided by cell count: 4.18
  – Final antenna-violating net count: 0
  – Number of antenna diodes: 0

Die
  – Area inside the core boundary: 27300 sq um
  – Number of standard-cell rows in the floorplan: 60
  – Starting Density: 30.8%
  – Chip height: 169 microns
  – Die width: 169 microns
  – Area of the chip: 28700 sq um
  – Num ports: 66

Layout
  – Final instance area: 9600 sq um
  – Layout cell share with drive strength beyond 1: 11.6%
  – Area growth from synthesis to layout: 14.2%

Run
  – Total tool warning count: 27
  – Max-cap check violation count: 0

Min path
  – Path class of the lowest-slack min-delay path: reg -> reg
[registers in the layout, summed over array words and instances (netlist names)]
| name | cells |
|---|---|
| block4 | 27 |
| block5 | 27 |
| block1 | 27 |
| block2 | 27 |
| block6 | 27 |
| block7 | 27 |
| block3 | 27 |
| hit | 1 |
[per-layer routing]
metal  share of wire [%]  wire length, microns  up-vias  global-route usage (%)
li1                    -                     -     1930                       -
met1                  44                  7010     1897                    17.1
met2                  45                  7140      165                    17.8
met3                 9.7                  1550       16                    6.58
met4                 1.4                   231        0                    1.72
met5                   0                     0        -                       0
[final cells by class]
class                      instances  area (sq um)
fill                            2496         17700
sequential                       190          5700
multi-input combinational        304          2350
timing repair buffer              59           520
tap                              372           465
clock buffer                      17           425
clock inverter                    15           138
inverter                           2          7.51
[cell usage in the layout, fill, tap and decap left out, types with 2 or more instances in the layout]
master,instances
sky130_fd_sc_hd__nor2_1,3
sky130_fd_sc_hd__xor2_1,118
sky130_fd_sc_hd__edfxtp_1,189
sky130_fd_sc_hd__xnor2_1,71
sky130_fd_sc_hd__conb_1,32
sky130_fd_sc_hd__clkinv_4,4
sky130_fd_sc_hd__clkinvlp_4,5
sky130_fd_sc_hd__clkbuf_16,17
sky130_fd_sc_hd__inv_6,3
sky130_fd_sc_hd__nor3_2,2
sky130_fd_sc_hd__nand3_1,6
sky130_fd_sc_hd__nor4_1,31
sky130_fd_sc_hd__nor3_1,3
sky130_fd_sc_hd__inv_1,2
sky130_fd_sc_hd__buf_4,28
sky130_fd_sc_hd__clkdlybuf4s50_1,31
sky130_fd_sc_hd__nand2_1,4
sky130_fd_sc_hd__nor4_2,4
sky130_fd_sc_hd__nand4_1,20
[logic make-up after synthesis]
family	after synthesis	synth area share [%]
AND/OR/NAND/NOR	76	5.57
XOR/XNOR	189	19.7
AND-OR/OR-AND	6	0.670
buffers and inverters	62	6.15
multiplexers	1	0.119
other	1	0.0446
flip-flops	190	67.8
[per-stage QoR]
stage               cells  util (%)  hold WS (ps)  total power [uW]
floorplan             556         -           772              1840
global placement      927      33.2           838              1900
detailed placement    927      33.2           848              1910
CTS                   959      35.2           865              3020
global route          959      35.2           902              3100
finish                959      35.2           842              2990
[power groups by stage]
stage	sequential [uW]	combinational, uW	clock [uW]
4_1_cts	1640	243	1140
6_report	1640	237	1120
5_1_grt	1640	264	1200
[path summary, 6_finish.rpt]
check                            startpoint          to  slack, ps  cells after the start
worst max register to register   block4[58]  block4[49]       3160                      6
worst max-delay path            address[14]  block4[49]       1880                      7
worst min-delay path             block3[39]  block3[50]        840                      4
worst min register to register   block3[39]  block3[50]        840                      4
[Yosys cell counts (all sizes together) (2+ instances only)]
| master | n | share of area [%] |
|---|---|---|
| edfxtp | 189 | 68 |
| xor2 | 118 | 12 |
| xnor2 | 71 | 7.4 |
| buf | 59 | 6.0 |
| nor4 | 35 | 2.8 |
| nand4 | 20 | 1.5 |
| nand3 | 6 | 0.36 |
| nor3 | 5 | 0.30 |
| nand2 | 4 | 0.18 |
| nor2 | 3 | 0.13 |
| inv | 2 | 0.089 |
[worst register-to-register path: cells and delay by family (launching register included)]
kind	cells	cell delay (ps)
flops	1	370
simple gates	4	1430
xor+xnor	1	160
buf+inv	1	280
Power is estimated from default activity; no workload was simulated.
